==> flow/design.v <==
module d_flip_flop (
    input wire clk,
    input wire rst_n,    
    input wire [31:0] d,
    output reg [31:0] q
);
always @(posedge clk) begin
    if (!rst_n)
      	q <= 32'b0;   
    else
        q <= d;
end
endmodule
==> flow/run.sh <==
#!/bin/bash
# OpenROAD 26Q1-2900-gdf79404cd8, Yosys 0.63+post, stock flow scripts
make -C /OpenROAD-flow-scripts/flow DESIGN_CONFIG=/design/flow/config.mk WORK_HOME=/design/flow/orfs finish
==> flow/config.mk <==
export PLATFORM = sky130hd
export DESIGN_NAME = d_flip_flop
export DESIGN_NICKNAME = d_flip_flop
export VERILOG_FILES = /design/flow/design.v
export SDC_FILE = /design/flow/constraint.sdc
export NUM_CORES = 4
export LEC_CHECK = 1
export CORE_AREA = 10 10 102 102
export DIE_AREA = 0 0 112 112
==> flow/constraint.sdc <==
current_design d_flip_flop

set clk_period 1.0
set clk_io_pct 0.2

create_clock -name clk0 -period $clk_period [get_ports {clk}]

set non_clock_inputs [all_inputs -no_clocks]
set_input_delay [expr $clk_period * $clk_io_pct] -clock clk0 $non_clock_inputs
set_output_delay [expr $clk_period * $clk_io_pct] -clock clk0 [all_outputs]
==> flow_summary.json <==
{
  "final_max_slew_viol_count": 0,
  "fp_util_pct": 10.90,
  "crit_buf_inv": 1,
  "rows": 33,
  "place_hpwl_mm": 2.391,
  "drc": 0,
  "aoi_share_pct": 0,
  "drive_gt1_share_pct": 42.03,
  "crit_fanout": 1,
  "overflow": 0,
  "rsz0062_at_grt": "false",
  "cp_data_arrival_time_ns": 0.76,
  "grt_pass1_wl_mm": 4.374,
  "synthTopLogicFamily": "simple AND/OR/NAND/NOR gates",
  "cts_num_sinks": 32,
  "clkPwrFrac_pct": 38.1,
  "core_area_um2": 8217,
  "final_cell_count_no_fill": 243,
  "hold_path_class": "in2reg",
  "status": "finished clean",
  "holdWs_ns": 0.5156,
  "chipWidth_um": 112,
  "synth-main-ff-cell": "dfxtp_1",
  "fin_crit_ns": 0.9609,
  "synthXorXnorAreaFrac_pct": 0,
  "wire_per_inst_um": 12.07,
  "grt.total_usage_pct": 4.332,
  "maxCapViolCount": 0,
  "htreeDepth": 2,
  "vias": 693,
  "common_cells": "and2_2, dfxtp_1, clkbuf_2",
  "drt-total-wl_mm": 2.934,
  "warnings": 25,
  "comb_area_um2": 240.2,
  "yosysUniqueCellTypes": 3,
  "synth.top_cell.area_share_pct": 71.51,
  "total_power_mw": 2.658,
  "worst_pin_slew_ns": 0.1100,
  "reg_top3": "q x32",
  "antenna_found_initial": 0,
  "hold_viol_final": 0,
  "pwr-share-comb_pct": 10.6,
  "p_seq_share_pct": 51.2,
  "ys_cells": 67,
  "cp_slowest_cell": "dfxtp_1",
  "start_kind": "flop",
  "ys_sh_simple_pct": 26.82,
  "flop_area_um2": 649.4,
  "mux_share_pct": 0,
  "final-setup-viol-count": 0,
  "peakVddDrop_v": 0.0004070,
  "cp_cell_sequence": "clkdlybuf4s15_1",
  "pin_count": 66,
  "edf_count": 0,
  "powerDensity_nw_per_um2": 1544,
  "die_area_um2": 12540,
  "top_cells_by_area": "dfxtp_1, and2_2, clkbuf_2",
  "cp_top_family": "flip-flops",
  "synth_adder_area_share_pct": 0,
  "netlist_instances": 67,
  "max_freq_mhz": 1041,
  "cts_root_buffer": "clkbuf_8",
  "syn_avg_cell_area_um2": 13.37,
  "post-route-util_pct": 20.95,
  "p_switching_uw": 524.7,
  "grt_pass1_vias": 744,
  "ys_ff": 32,
  "drtAntennaViolNets": 0,
  "switching_share_pct": 19.74,
  "internal-power_mw": 2.134,
  "fillers": 883,
  "n_antenna_cell": 0,
  "syn2layout_area_growth_pct": 92.18,
  "endpoint_kind": "primary output",
  "largest_reg_flops": 32,
  "dp.cells": 235,
  "slew_headroom_pct": 92.64,
  "power.leakage_nw": 0.7053,
  "place.gp.congestion": 0.6804,
  "cts_tree": "yes",
  "synth-seq-area-share_pct": 71.51,
  "cts_buffers": 5,
  "slowest_delay_ns": 0.30,
  "path_class": "reg2out",
  "portBuffers": 65,
  "async_reset_ff_share_pct": 0,
  "clk_pin_slew_ns": 0.07,
  "ys_area_um2": 895.9,
  "grt_max_degree": 33,
  "die-height_um": 112,
  "synthesis.area_um2": 895.9,
  "finalClockPeriodUsage_pct": 96.09,
  "yosys_warnings": 1,
  "clockBufferDepth": 2,
  "top_register": "q",
  "drtPass1Iterations": 2,
  "synth_area_leader_cell": "dfxtp_1",
  "first_iter_violations": 1,
  "postCtsSetupRepairBufs": 0,
  "critPathRequiredTime_ns": 0.80,
  "viasPerCell": 2.852
}
-- cell type report --
class | instances | area share, %
multi-input cells | 32 | 13.95
clock buffers | 8 | 5.233
repair buffers | 66 | 35.47
flip-flops and latches | 32 | 37.72
well taps | 105 | 7.631
-- routing by layer --
layer / up-vias / routed length, um / track usage (%)
li1: 339 / - / -
met1: 311 / 1101 / 4.712
met2: 38 / 1383 / 7.032
met3: 5 / 362 / 2.606
met4: 0 / 87 / 1.100
met5: - / 0 / 0
-- power groups by stage --
stage	clock network [mW]	registers (mW)	logic, mW
4_1_cts	1.08	1.36	0.304
5_1_grt	1.12	1.37	0.312
6_report	1.01	1.36	0.282
-- path summary, 6_finish.rpt --
path	start	end	slack, ns	depth (start not counted)
max	q[1]	q[1]	0.04	1
min	d[30]	q[30]	0.52	2
-- metrics by stage --
step           worst slack, ns  setup TNS, ns  instance area (um^2)
6_report               0.03907              0                  1722
4_1_cts              0.0005186              0                  1767
3_3_place_gp           -0.1279         -3.536                  1683
2_1_floorplan           0.4046              0                 895.9
5_1_grt               0.001435              0                  1722
3_5_place_dp           -0.1400         -3.765                  1683
-- cell families (layout without fill, tap and decap cells) --
| kind of cell | after synthesis | count (layout) |
|---|---|---|
| flops | 32 | 32 |
| buf+inv | 3 | 74 |
| simple gates | 32 | 32 |
-- layout by cell type, fill, tap and decap left out, drive strengths merged --
| cell type | count |
|---|---|
| dfxtp | 32 |
| clkdlybuf4s50 | 33 |
| and2 | 32 |
| clkbuf | 18 |
| clkdlybuf4s15 | 20 |
| buf | 3 |
-- repair_timing --
action | CTS | global route
hold buffers | 0 | 0
endpoints found under the setup margin | 32 | 12
resized | 71 | 14
No activity file was given, so power comes from the tool's default toggle rates.
